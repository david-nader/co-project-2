==> ./run.sh <==
#!/bin/bash
# OpenROAD 26Q1-2900-gdf79404cd8, Yosys 0.63+post, stock flow scripts
make -C /OpenROAD-flow-scripts/flow DESIGN_CONFIG=/design/flow/config.mk WORK_HOME=/design/flow/orfs finish
==> ./config.mk <==
export PLATFORM = sky130hd
export DESIGN_NAME = register_file
export DESIGN_NICKNAME = register_file
export VERILOG_FILES = /design/flow/design.v
export SDC_FILE = /design/flow/constraint.sdc
export NUM_CORES = 4
export LEC_CHECK = 1
export CORE_UTILIZATION = 50
==> ./constraint.sdc <==
current_design register_file

set clk_period 11.9
set clk_io_pct 0.2

create_clock -name clk0 -period $clk_period [get_ports {clk}]

set non_clock_inputs [all_inputs -no_clocks]
set_input_delay [expr $clk_period * $clk_io_pct] -clock clk0 $non_clock_inputs
set_output_delay [expr $clk_period * $clk_io_pct] -clock clk0 [all_outputs]
==> ./design.v <==
module register_file(reg_read1, reg_read2, reg_write, data_read1, data_read2, data_write, write_enable, clk);
input wire [4:0] reg_read1;  
input wire [4:0] reg_read2;
input wire [4:0] reg_write;
input wire [31:0] data_write;  
input wire write_enable;
input wire clk;
output wire [31:0] data_read1;
output wire [31:0] data_read2;
parameter bit_width = 32, num_registers = 32;
reg [bit_width-1:0] memory [0:num_registers-1];
always @(negedge clk)
begin
if(write_enable && reg_write != 0)
	memory [reg_write] <= data_write;
memory[0] <= 0;  
end  
assign data_read1 = memory [reg_read1];
assign data_read2 = memory [reg_read2];
endmodule
module register_file_testbench;
reg [4:0] reg_read1, reg_read2, reg_write;
reg [31:0] data_write;
wire [31:0] data_read1, data_read2;
reg write_enable;
reg clk;
register_file DUT(reg_read1, reg_read2, reg_write, data_read1, data_read2, data_write, write_enable, clk);
initial begin
reg_write = 0;
reg_read1 = 0;
reg_read2 = 15;
data_write = 0;
write_enable = 1;
clk = 0;
end  
always #1 clk = ~clk;
always @(posedge clk) begin
if(reg_write == 31) begin
reg_write = 0;
write_enable = 0;
end  
reg_write = reg_write + 1;
data_write = data_write + 10;
end  
endmodule
==> flow_summary.ini <==
; synthesis and place-and-route metrics
[timing]
rsz0062_at_grt = false
worst_pin_slew_ns = 0.930
finalHoldViolCount = 0
setup_viol = 0
finalSetupTns_ns = 0
slew_violations = 0
finalWorstSetupSlack_ns = 0.530
relSlewSlack_pct = 37.6

[clock_network]
htreeDepth = 3
cts_inserted_buffers = 109
tritoncts = done
clock-sinks = 992
hold_buffers = 0
clock-root-buffer = clkbuf_16
cts_setup_buffers = 0
cts_resized = 0
clk_pin_slew_worst_paths_ns = 0.03
clk_path_buf_depth = 3

[logic_synthesis]
synth.distinct_cells = 26
top_area_cell = edfxtp_1
postSynthAreaPerCell_um2 = 18.8
synth_flops = 992
synth.area.top_cells = edfxtp_1, mux4_2, a22o_1, mux2i_1, mux2_2
edf_count = 992
async_flop_share_pct = 0
synth.cell_area_um2 = 46100
syn_inst = 2448
yosysChipArea_um2 = 46100
ys_cells = 2448
synthDominantCellAreaShare_pct = 64.6
synthFlopType = edfxtp_1
ys_seq_share_pct = 64.6
synth_warnings = 1

[drt]
postRouteAntennaNets = 0
drcViolationCount = 0
via_per_inst = 6.10
drt_iter0_drc = 1701
drtPass1Iterations = 5
routedWlPerCell_um = 29.8
vias = 29700
finalWirelength_um = 145000

[cells_and_area]
fill_cells = 6259
drive_gt1_share_pct = 22.3
largest_reg_flops = 992
fin_cells = 4864
largest_register = memory
top_regs = memory (992)
area_growth_pct = 22.9

[hold_path]
hold_end = data_read1[26]
min_delay_path_depth = 3
hp-start = reg_read1[4]
hold_path_class = input port to primary output

[setup_path]
critPathCaptureType = primary output
required_ns = 9.52
start_kind = register
critPathMaxFanout = 2
max_stage_delay_ns = 0.54
arrival_ns = 8.99
criticalPathCategory = register to primary output
critPathSlowestCell = mux4_2
cp_cell_sequence = mux4_2 > a22o_1 > o21ai_1 > o31ai_1 > clkdlybuf4s50_1

[run]
cap_violations = 0
warnings = 1017

[floorplan]
io_pins = 113
rows = 111
die_h_um = 306
chip_area_um2 = 93500
die_w_um = 306
coreArea_um2 = 91500
initCoreUtil_pct = 50.4

[place]
gp_congestion = 0.928
place_inst = 3668
port_buffers = 112
dp_hpwl_um = 86100
place_ws_ns = 1.06

[power]
powerDensity_nw_per_um2 = 167
p_leak_uw = 0.0225
p_sw_uw = 2640
p_clk_share_pct = 50.6
p_comb_share_pct = 7.8
intPower_uw = 6830
switching_share_pct = 27.9
seqPwrFrac_pct = 41.5
p_total_uw = 9480
worst_ir_drop_vdd_mv = 0.130

[global_routing]
antenna_found_initial = 5
track_usage_pct = 35.6
grt_pass1_wl_um = 212000
overflow = 0
first_global_vias = 34300
grt_max_degree = 92

[outcome]
outcome = finished clean
Yosys cell counts, drive strengths merged (32+ instances only):
| library cell | number |
|---|---|
| nor2 | 34 |
| a22o | 192 |
| buf | 95 |
| and2 | 34 |
| mux2 | 64 |
| nand2 | 67 |
| edfxtp | 992 |
| o31ai | 64 |
| o21ai | 64 |
| o22ai | 64 |
| a211oi | 64 |
| and3 | 32 |
| clkbuf | 116 |
| mux2i | 160 |
| mux4 | 384 |
layer usage:
metal  track usage, %  vias to the layer above  part of all wire, %  wire length, um
li1                 -                    12800                    -                -
met1             43.9                    14400                   33            47300
met2             46.9                     2106                   46            66400
met3             30.4                      278                   18            26200
met4             14.1                        4                  3.3             4830
met5             1.03                        -                0.056               81
layout make-up:
cell class	instances	area [um2]	area share (%)
Multi-Input combinational cell	1242	15600	27.5
Inverter	2	7.51	0.0133
Timing Repair Buffer	245	2300	4.05
Clock inverter	1085	4780	8.44
Antenna cell	3	7.51	0.0133
Clock buffer	109	2730	4.81
Sequential cell	992	29800	52.6
Tap cell	1186	1480	2.62
cell usage in the layout (no fill, tap or decap), drive strengths merged:
master	count
mux2	64
clkdlybuf4s50	102
nor2b	6
clkinvlp	32
clkinv	3
bufinv	23
and3	32
diode	3
a211oi	64
and2	34
clkbuf	110
o22ai	64
buf	142
nand3b	5
a22o	192
edfxtp	992
or3b	3
nor2	34
mux4	384
mux2i	160
o31ai	64
o21ai	64
nand2b	2
inv	1029
or3	1
nand3	2
nand2	67
how the worst max path moves through the flow:
| stage | startpoint | endpoint | slack [ns] | depth (start not counted) |
|---|---|---|---|---|
| 5_1_grt | memory[29][22] | data_read1[22] | 0.43 | 5 |
| 4_1_cts | memory[30][22] | data_read1[22] | 0.50 | 5 |
| 6_report | memory[23][23] | data_read1[23] | 0.53 | 5 |
critical path, delay by kind of cell (launching register included):
| family | cells | cell delay, ns |
|---|---|---|
| compound gates | 3 | 0.93 |
| buf+inv | 1 | 0.50 |
| flops | 1 | 0.37 |
| mux | 1 | 0.54 |
per-stage QoR:
step	area, um2	utilization (%)	hold WS, ns
3_3_place_gp	49100	53.7	5.60
2_1_floorplan	46100	-	5.08
4_1_cts	56600	61.9	5.61
6_report	56700	61.9	5.61
3_5_place_dp	49100	53.7	5.60
5_1_grt	56600	61.9	5.63
kinds of logic (layout without fill, tap and decap cells):
kind of cell,Yosys count,in the layout,synth area share [%]
AOI/OAI and AO/OA,448,448,7.29
buffers and inverters,214,1441,2.33
DFF,992,992,64.6
muxes,608,608,23.8
other,0,3,0
and+or+nand+nor,186,186,2.00
power groups by stage:
stage     registers, uW  clock network [uW]  logic (uW)
4_1_cts            3940                4930         738
5_1_grt            3930                5330         785
6_report           3940                4800         743
No activity file was given, so power comes from the tool's default toggle rates.
