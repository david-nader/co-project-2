===== ./design.v =====
`default_nettype none
module IDEX (clk, reset,
		wb_RegWrite, wb_MemToReg,
		mem_MemRead, mem_MemWrite,
		ex_RegDst, ex_AluSrc, ex_AluOp, ex_branch,
		pc4, read_data1, read_data2, immediate, rs, rt, rd,
		wb_RegWrite_out, wb_MemToReg_out,
		mem_MemRead_out, mem_MemWrite_out,
		ex_RegDst_out, ex_AluSrc_out, ex_AluOp_out, ex_branch_out,
		pc4_out, read_data1_out, read_data2_out, immediate_out, rs_out, rt_out, rd_out);
input wire clk, reset;
input wire wb_RegWrite, wb_MemToReg,
	   mem_MemRead, mem_MemWrite,
	   ex_RegDst, ex_AluSrc, ex_branch;
input wire [1:0] ex_AluOp;
input wire [31:0] pc4, read_data1, read_data2;
input wire [15:0] immediate;
input wire [4:0] rs, rt, rd;
output reg wb_RegWrite_out, wb_MemToReg_out,
	   mem_MemRead_out, mem_MemWrite_out,
	   ex_RegDst_out, ex_AluSrc_out, ex_branch_out;
output reg [1:0] ex_AluOp_out;
output reg [31:0] pc4_out, read_data1_out, read_data2_out;
output reg [15:0] immediate_out;
output reg [4:0] rs_out, rt_out, rd_out;
always @(posedge clk) begin
if(!reset) begin
wb_RegWrite_out <= wb_RegWrite;
wb_MemToReg_out <= wb_MemToReg;
mem_MemRead_out <= mem_MemRead;
mem_MemWrite_out <= mem_MemWrite;
ex_RegDst_out <= ex_RegDst;
ex_AluSrc_out <= ex_AluSrc;
ex_AluOp_out <= ex_AluOp;
ex_branch_out <= ex_branch;
pc4_out <= pc4;
read_data1_out <= read_data1;
read_data2_out <= read_data2;
immediate_out <= immediate;
rs_out <= rs;
rt_out <= rt;
rd_out <= rd;
end
else if(reset)
ex_branch_out <= 1'd0;
end  
endmodule

===== ./run.sh =====
#!/bin/bash
# OpenROAD 26Q1-2900-gdf79404cd8, Yosys 0.63+post, stock flow scripts
make -C /OpenROAD-flow-scripts/flow DESIGN_CONFIG=/design/flow/config.mk WORK_HOME=/design/flow/orfs finish

===== ./config.mk =====
export PLATFORM = sky130hd
export DESIGN_NAME = IDEX
export DESIGN_NICKNAME = IDEX
export VERILOG_FILES = /design/flow/design.v
export SDC_FILE = /design/flow/constraint.sdc
export NUM_CORES = 4
export LEC_CHECK = 1
export CORE_AREA = 10 10 176 176
export DIE_AREA = 0 0 186 186

===== ./constraint.sdc =====
current_design IDEX

set clk_period 1.0
set clk_io_pct 0.2

create_clock -name clk0 -period $clk_period [get_ports {clk}]

set non_clock_inputs [all_inputs -no_clocks]
set_input_delay [expr $clk_period * $clk_io_pct] -clock clk0 $non_clock_inputs
set_output_delay [expr $clk_period * $clk_io_pct] -clock clk0 [all_outputs]

==> results.cfg <==
; physical design summary
[placed_design]
place_congestion = 0.7414
hpwl_mm = 12.31
portBuffers = 273
pre_cts_ws_ns = -0.5044
placed_cells = 764

[floorplanning]
rows = 60
die_x_um = 186
ios = 274
dieHeight_um = 186
core_area_mm2 = 0.02703
die_area_mm2 = 0.03460
core_util_floorplan = 0.1511

[finish]
lay_top_cells = clkdlybuf4s50_1 (136), buf_2 (136), edfxtp_1 (135), clkbuf_16 (17), buf_4 (8)
drive_gt1_frac = 0.3939
fin_util = 0.2730
fillers = 2749
area_growth_pct = 80.64
final_cell_count_no_fill = 798

[route]
vias_per_cell = 3.197
antenna_left = 0
wire_per_inst_um = 18.63
firstDrtPassIters = 2
antenna_cells = 0
drc = 0
wirelength_mm = 14.87
vias = 2551
drt_iter0_markers = 52

[clocking]
cts_buffers = 17
clockBufferDepth = 2
cts_root_buffer = clkbuf_16
clock-sinks = 136
tritoncts = done
hold_buffers = 0
htree_num_levels = 4
cts.clk_slew.worst_paths_ns = 0.06

[synthesis]
synth.avg_cell_area_um2 = 29.59
yosys_cells = 138
ys_seq_frac = 0.9975
synth_cell_type_count = 4
synth-seq-cells = 136
netlist_instances = 138
syn_area_mm2 = 0.004084
yosysWarningCount = 1
yosys_area_mm2 = 0.004084

[final_timing]
worst_pin_slew_ns = 0.1768
setup_violations = 136
rsz0062_at_grt = true
fmax_ghz = 0.8647
final_hold_viol_count = 0
maxSlewHeadroom = 0.8821
finalCriticalPeriod_ns = 1.157
whs_ns = 0.1610
worst_slack_ns = -0.1565
drv_slew = 0
period_used_share = 1.157

[worst_setup_path]
path_cells = buf_2
cp-start-kind = flop
cp-end-kind = output port
path_buffers = 1
crit_required_ns = 0.80
max_stage_delay_ns = 0.41
crit_type = reg -> out
arrival_ns = 0.96
worstPathMaxFanout = 1
crit_family = flip-flops
crit_path_top_delay_cell = edfxtp_1

[worst_hold_path]
min_path_cells = 2
holdCritPathClass = in -> reg
worstHoldEndpoint = ex_branch_out
hp-start = reset

[global_route]
grt_pass1_vias = 2792
grt_usage = 0.08359
grt_first_pass_wirelength_mm = 20.07
grt_max_degree = 28
antenna_found_initial = 0
overflow = 0

[status]
violations = setup timing
outcome = finished, violations left

[run]
warnings = 28
maxCapViolCount = 0

[power]
power_density_mw_per_mm2 = 1963
ir_worst_vdd_uv = 819.3
p_leak_nw = 2.815
[cell usage after synthesis]
cell      number  area, µm²
nor2b_1        1      6.260
dfxtp_1        1      20.02
inv_1          1      3.750
edfxtp_1     135       4054
[state kept, by name, summed over array words and instances, names as in the netlist]
signal / cells
ex_AluOp_out: 2
ex_AluSrc_out: 1
ex_RegDst_out: 1
ex_branch_out: 1
immediate_out: 16
mem_MemRead_out: 1
mem_MemWrite_out: 1
pc4_out: 32
rd_out: 5
read_data1_out: 32
read_data2_out: 32
rs_out: 5
rt_out: 5
wb_MemToReg_out: 1
wb_RegWrite_out: 1
[report_power, final]
group	switching [mW]	internal [mW]
logic	0.355	0.806
registers	0.106	6.77
clock network	2.28	4.16
total	2.75	11.7
[stage by stage]
step	setup TNS, ns	area, µm²	total power, mW
final	-11.95	7377	14.48
after global routing	-20.41	7377	15.15
after CTS	-17.21	7377	14.78
after detailed placement	-65.71	7387	8.611
after global placement	-65.21	7387	8.604
after floorplan	-207.28	4088	6.976
[how the worst max path moves through the flow]
stage	endpoint	cells past startpoint	from
CTS	pc4_out[2]	1	pc4_out[2]
global route	pc4_out[19]	1	pc4_out[19]
finish	immediate_out[10]	1	immediate_out[10]
[cell families after synthesis]
family	count (synthesis)	synth area share
buffers and inverters	1	0.0009182
flip-flops	136	0.9975
AND/OR/NAND/NOR	1	0.001533
[timing repair]
action / 4_1_cts / 5_1_grt
gates cloned: 1 / 0
pin swaps: 0 / 0
setup endpoints to repair: 254 / 136
gates resized: 469 / 0
setup buffers: 1 / 0
[final cells by class]
class | instances | area (µm²) | area share
Inverter | 1 | 7.507 | 0.001018
Multi-Input combinational cell | 1 | 6.256 | 0.0008480
Sequential cell | 136 | 4074 | 0.5522
Clock inverter | 13 | 178.9 | 0.02425
Clock buffer | 19 | 432.9 | 0.05868
Timing Repair Buffer | 287 | 2251 | 0.3051
Tap cell | 341 | 426.7 | 0.05784
[layer usage]
| layer | share of wire | routed length, µm | track usage |
|---|---|---|---|
| met1 | 0.38 | 5580 | 0.09897 |
| met2 | 0.49 | 7305 | 0.1358 |
| met3 | 0.12 | 1852 | 0.04579 |
| met4 | 0.0085 | 127 | 0.01032 |
| met5 | 0 | 0 | 0 |
No activity file was given, so power comes from the tool's default toggle rates.
